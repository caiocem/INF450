[flow/config.mk]
export PLATFORM = sky130hd
export DESIGN_NAME = rc_adder
export DESIGN_NICKNAME = rc_adder
export VERILOG_FILES = /design/flow/design.v
export SDC_FILE = /design/flow/constraint.sdc
export NUM_CORES = 4
export LEC_CHECK = 1
export CORE_AREA = 10 10 91 91
export DIE_AREA = 0 0 101 101
[flow/constraint.sdc]
current_design rc_adder

set clk_period 15.7
set clk_io_pct 0.2

create_clock -name clk0 -period $clk_period

set non_clock_inputs [all_inputs -no_clocks]
set_input_delay [expr $clk_period * $clk_io_pct] -clock clk0 $non_clock_inputs
set_output_delay [expr $clk_period * $clk_io_pct] -clock clk0 [all_outputs]
[flow/design.v]
module full_adder(
		input	a,
		input	b,
		input	c_in,
		output	s,
		output	c);
	assign s = a ^ (b ^ c_in);
	assign c = (a & b) | (c_in & (a | b));
endmodule
module half_adder(
		input	a,
		input	b,
		output	s,
		output	c);
	assign s = a ^ b;
	assign c = a & b;
endmodule
module rc_adder(
		input wire	[N-1:0] a,
		input wire	[N-1:0] b,
		output wire [N-1:0] s,
		output wire			c);
	parameter N = 32;   
	wire [N-1:0] _c;
	assign c = _c[N-1];
	half_adder add0(.a(a[0]), .b(b[0]), .s(s[0]),
					.c(_c[0]));
	genvar i;
	generate
		for (i = 1; i < N; i = i + 1) begin : gen_adder
			full_adder addN(.a(a[i]), .b(b[i]), .s(s[i]),
							.c_in(_c[i - 1]), .c(_c[i]));
		end
	endgenerate
endmodule
[flow/run.sh]
#!/bin/bash
# OpenROAD 26Q1-2900-gdf79404cd8, Yosys 0.63+post, stock flow scripts
make -C /OpenROAD-flow-scripts/flow DESIGN_CONFIG=/design/flow/config.mk WORK_HOME=/design/flow/orfs finish
==> reports/metrics.cfg <==
[outcome]
status=finished with violations
violations=setup timing

[finish]
design.seq.count=0
nClkBuffers=0
drive_gt1_frac=0.292
final_cell_mix=86 x clkdlybuf4s50_1, 29 x fa_2, 7 x inv_1, 6 x buf_2
nFillCells=636
area_growth_syn_to_layout_pct=97.6
seq_area_um2=0
layout_top_cell=clkdlybuf4s50_1

[synthesis]
syn_area_per_cell_um2=12.5
ys_cells=72
synthAoiAreaFrac=0
xor_share=0
synth_warnings=0
top_cells_by_area=fa_1 69%, buf_4 27%, inv_1 3.3%
synthAdderAreaFrac=0.701
synthCells=72
ys_types=4
synth.cellmix.simpleShare=0
yosysTopAreaCell=fa_1
mux_share=0
synth.logic.top_family=adder cells
netlist.area_leader.share=0.687
seq_area_frac_synth=0
ys_chip_area_um2=903
syn_area_um2=903

[setup_path]
start_kind=input pin
cp_slowest_cell=clkdlybuf4s50_1
cp.required_ns=12.56
cpMostUsedCell=fa_2
crit_family=adder cells
cp.arrival_ns=14.62
max_stage_delay_ns=0.46
end_kind=output port
criticalPathCategory=in -> out
path_buffers=4
worstPathMaxFanout=1

[drt]
diodes=0
routed_wl_um=2990
wl_met3_um=908
maxUsedRoutingLayer=met3
route.met2.wl_um=955
dr.pass1.iters=1
vias_per_cell=3.33
drtIter0Drc=0
drcViolationCount=0
drt-met1-wl_um=1130
routedWlPerCell_um=14.0
ant_nets=0
route.vias.total=712

[hold_path]
hold_depth=3
min_to=s[0]
hold_start=b[0]
hold_class=in -> out

[place]
finalWeightedCongestion=0.747
dp_slack_ns=-2.48
dp_hpwl_um=2960
port_buffers=97

[cts]
cts_setup_buffers=0

[run]
tool_warnings=35
maxCapViolCount=0

[floorplan]
io_pins=97
core-area_mm2=0.00635
fp.dieW_um=101
row_count=29
die_area_mm2=0.0102
initCoreUtil=0.142
dieHeight_um=101

[pwr]
powerDensity_mw_per_mm2=36.6
ir_worst_vdd_v=0.0000153
p_leak_nw=0.647
p_total_mw=0.0653

[final_timing]
slew_viol_final=0
setup_viol=7
tightestPinTransition_ns=0.133
slew_headroom=0.911
fmax_mhz=56.3
fin_crit_ns=17.76
hold_viol=0
grt_setup_unrepaired=yes
fin_ws_ns=-2.06
min_period_over_period=1.13

[global_route]
overflow=0
grt_max_degree=2
grt_pass1_vias=809
antenna_found_initial=0
grt_pass1_wl_um=4330
grt_usage=0.0536

-- timing repair --
| item | in CTS | in global routing |
|---|---|---|
| gates resized | 32 | 3 |
| hold buffers | 0 | 0 |
| endpoints found under the setup margin | 9 | 9 |
-- final cells by class --
cell class | count | area [um2] | share of cell area
timing repair buffer | 97 | 941 | 0.527
multi-input combinational | 32 | 718 | 0.402
inverter | 8 | 30.0 | 0.0168
tap | 77 | 96.3 | 0.0540
-- tightest hold or removal path, stage by stage --
cell,delay (ns)
buf_6,0.07
ha_4,0.11
clkdlybuf4s50_1,0.45
-- worst max-delay path by stage --
stage | start | depth (start not counted) | to
6_report | a[0] | 36 | s[31]
5_1_grt | a[0] | 36 | s[31]
4_1_cts | a[0] | 36 | s[31]
-- kinds of logic after synthesis --
group | Yosys count
adder cells (fa/ha/maj) | 32
buffers and inverters | 40
-- metal layers --
metal  vias to the layer above  global-route usage
met4                         0                   0
met2                        86              0.0658
met1                       319              0.0655
met5                         -                   0
met3                         0              0.0596
li1                        307                   -
-- synth_stat cells, drive strengths merged --
cell  number
buf       32
fa        31
inv        8
ha         1
-- power breakdown --
part / internal, mW / switching [mW] / total (mW)
registers: 0 / 0 / 0
clock network: 0 / 0 / 0
logic: 0.0476 / 0.0177 / 0.0653
-- per-stage QoR --
step	hold slack [ns]	utilization	setup TNS (ns)	cell area (um2)	instances
floorplan	6.45	-	-4.77	988	72
global placement	7.34	0.286	-13.28	1820	214
detailed placement	7.34	0.286	-13.57	1820	214
CTS	6.92	0.281	-8.25	1790	214
global route	6.93	0.281	-9.57	1790	214
finish	6.91	0.281	-7.85	1790	214
No activity file was given, so power comes from the tool's default toggle rates.
